### design/flow/run.sh
#!/bin/bash
# OpenROAD 26Q1-2900-gdf79404cd8, Yosys 0.63+post, stock flow scripts
make -C /OpenROAD-flow-scripts/flow DESIGN_CONFIG=/design/flow/config.mk WORK_HOME=/design/flow/orfs finish
### design/flow/config.mk
export PLATFORM = sky130hd
export DESIGN_NAME = BF_multiplier
export DESIGN_NICKNAME = BF_multiplier
export VERILOG_FILES = /design/flow/design.v
export SDC_FILE = /design/flow/constraint.sdc
export NUM_CORES = 4
export LEC_CHECK = 1
export CORE_UTILIZATION = 40
### design/flow/constraint.sdc
current_design BF_multiplier

set clk_period 10.0
set clk_io_pct 0.2

create_clock -name clk0 -period $clk_period

set non_clock_inputs [all_inputs -no_clocks]
set_input_delay [expr $clk_period * $clk_io_pct] -clock clk0 $non_clock_inputs
set_output_delay [expr $clk_period * $clk_io_pct] -clock clk0 [all_outputs]
### design/flow/design.v
module BF_multiplier#(parameter bias = 127)(
    input [15:0] num1,
    input [15:0] num2,
    output [15:0] mul
);
localparam ZERO = 15'b000000000000000;  
localparam INF = 15'b111111110000000;
wire zero;
wire nan;
assign zero = (num1[14:0] == ZERO) || (num2[14:0] == ZERO);  
assign nan = (num1[14:0] >= INF) || (num2[14:0] >= INF);  
wire sign1, sign2;
wire [7:0] exp1, exp2;  
wire [7:0] frac1, frac2;  
assign sign1 = num1[15];
assign sign2 = num2[15];
assign exp1 = (!num1[14:7] && !zero) ? 8'b1 : num1[14:7];
assign exp2 = (!num2[14:7] && !zero) ? 8'b1 : num2[14:7];
assign frac1 = (!num1[14:7] && !zero) ? {1'b0, num1[6:0]} : {1'b1, num1[6:0]};  
assign frac2 = (!num2[14:7] && !zero) ? {1'b0, num2[6:0]} : {1'b1, num2[6:0]};
wire sign_o;
assign sign_o = sign1 ^ sign2;
wire [8:0] exp_o;  
assign exp_o = exp1 + exp2 - bias;
wire [15:0] frac_o;  
assign frac_o = frac1 * frac2;
reg [6:0] frac_n;  
always @(*) begin
    if(!zero && !nan) begin
        casex(frac_o)
            16'b1xxxxxxxxxxxxxxx: frac_n = frac_o[14:8];
            16'b01xxxxxxxxxxxxxx: frac_n = frac_o[13:7];
            16'b001xxxxxxxxxxxxx: frac_n = frac_o[12:6];
            16'b0001xxxxxxxxxxxx: frac_n = frac_o[11:5];
            16'b00001xxxxxxxxxxx: frac_n = frac_o[10:4];
            16'b000001xxxxxxxxxx: frac_n = frac_o[9:3];
            16'b0000001xxxxxxxxx: frac_n = frac_o[8:2];
            16'b00000001xxxxxxxx: frac_n = frac_o[7:1];
            16'b000000001xxxxxxx: frac_n = frac_o[6:0];
            16'b0000000001xxxxxx: frac_n = {frac_o[5:0], 1'b0};
            16'b00000000001xxxxx: frac_n = {frac_o[4:0], 2'b0};
            16'b000000000001xxxx: frac_n = {frac_o[3:0], 3'b0};
            16'b0000000000001xxx: frac_n = {frac_o[2:0], 4'b0};
            16'b00000000000001xx: frac_n = {frac_o[1:0], 5'b0};
            16'b000000000000001x: frac_n = {frac_o[0], 6'b0};
            default: frac_n = 7'b0;  
        endcase
    end
end
reg signed [8:0] exp_control;  
always @(*) begin
    if(!zero && !nan) begin
        casex(frac_o)
            16'b1xxxxxxxxxxxxxxx: exp_control = 1;
            16'b01xxxxxxxxxxxxxx: exp_control = 0;
            16'b001xxxxxxxxxxxxx: exp_control = -1; 
            16'b0001xxxxxxxxxxxx: exp_control = -2;
            16'b00001xxxxxxxxxxx: exp_control = -3;
            16'b000001xxxxxxxxxx: exp_control = -4;
            16'b0000001xxxxxxxxx: exp_control = -5;
            16'b00000001xxxxxxxx: exp_control = -6;
            16'b000000001xxxxxxx: exp_control = -7;
            16'b0000000001xxxxxx: exp_control = -8;
            16'b00000000001xxxxx: exp_control = -9;
            16'b000000000001xxxx: exp_control = -10;
            16'b0000000000001xxx: exp_control = -11;
            16'b00000000000001xx: exp_control = -12;
            16'b000000000000001x: exp_control = -13;
            default: exp_control = 9'b0; 
        endcase 
    end
end
wire [8:0] exp_n;
assign exp_n = exp_o + exp_control;
wire underflow;
assign underflow = (exp1 + exp2 < bias) || ((exp_control < 0) && (exp_o < -exp_control));
wire overflow;
assign overflow = (exp_n >= 255) && !underflow;  
wire [8:0] err_exp;  
assign err_exp = overflow ? 9'b111111111 : (underflow ? 9'b000000000 : exp_n);
wire [7:0] re_nomalized_frac;  
assign re_nomalized_frac = underflow ? {2'b01, frac_n} >> -exp_n : 0;  
wire [6:0] err_frac;
assign err_frac = overflow ? 7'b0000000 : (underflow ? re_nomalized_frac[6:0] : frac_n);
assign mul = zero && !nan ? {sign_o, ZERO} : (nan ? {sign_o, INF} : {sign_o, err_exp[7:0], err_frac});
endmodule
==> job_summary.md <==
## Implementation flow summary

| Metric | Value |
|---|---|
| Yosys stat cell total | roughly 660 |
| Grt ovf | 0 |
| Top cell excl fill/tap | inv_1 |
| IO Count | approximately 48 |
| Cell Type Count | 78 |
| DIE HEIGHT | approximately 110 µm |
| Vias | about 4,900 |
| Global-route wire length before repair | approximately 22 mm |
| Dominant comb cell | adder cells |
| Fin crit period | 9.65 ns |
| Synthesized registers | 12 |
| Final Slew Violations | 0 |
| Post-synth EDFFs | 0 |
| Synth Instances | around 660 |
| Post-CTS Hold Fix Bufs | 0 |
| Layout cells sized above 1 | between 10% and 20% |
| Avg Inst Size Synth | 7.71 µm² |
| MaxCap Viol Count | 0 |
| Total global-route track usage | between 20% and 30% |
| DR vias/cell | 5.62 |
| Status | finished, final reports clean |
| Die ar. | between 10,000 and 15,000 µm² |
| Routed wire per std cell | 14.6 µm |
| Yosys simple share | 25.6% |
| Critical Path RT | 8.00 ns |
| WP data arrival | 7.65 ns |
| Post-route cell area | 5930 µm² |
| Ant diodes | 0 |
| Largest net degree at the start of global routing | 20 |
| Mux frac, synth | 2.40% |
| Vias in the first global route | 4,733 |
| Register pins left without a clock | 12 |
| Top Layout Cells | inv_1 (71), ha_1 (66), and2_1 (63) |
| Yosys xor share | 6.81% |
| Setup violations, final | 0 |
| Max-slew headroom | a little under 40% |
| Synthesized area | 5110 µm² |
| Gp weighted congestion | 0.940 |
| DRC | 0 |
| Yosys aoi share | between 20 and 25% |
| Dpl hpwl | 10.4 mm |
| Initial antenna violation count | 0 |
| Die span in x | approximately 110 µm |
| Hold Slack | between 4 and 5 ns |
| CP max FO | 7 |
| Endpoints failing hold | 0 |
| Layout area overhead | 16.1% |
| Port bufs | 48 |
| Ys Warns | 1 |
| YS chip area | between 5000 and 6000 µm² |
| Core area | ~12,000 µm² |
| Initial DRC count | around 290 |
| HP Class | in2out |
| CP endpoint kind | primary output |
| DRT Pass-1 Iters | 5 |
| Cycle use final | 96.5% |
| FA/HA/MAJ Cells, Area Fraction | a little under a third |
| Worst slew pin tran | ~0.9 ns |
| Crit path kind | in2out |
| Tool warnings | 34 |
| Startpoint types | input pin |
| Async SR Flop Fraction | 0% |
| Placement Cell Area | 5860 µm² |
| FP Util | between 40% and 50% |
| Post-DRT Antenna Nets | 0 |
| Most common reg cell | dlxtp_1 |
| FMAX | just over 0.1 GHz |
| Number of unconstrained endpoints | 12 |
| Floorplan row count | roughly 40 |
| WL final | about 13 mm |
state kept, by name, summed over array words and instances, names as in the netlist:
register,cells
frac_n,7
exp_control,5
critical path: stages:
cell and delay, ns:
clkdlybuf4s50_1 0.46, nor4_4 0.34, nand2_1 0.11, o22ai_2 0.17, or2_2 0.14, nand2b_1 0.05, ha_1 0.22, fa_2 0.35
a21o_1 0.21, a21oi_2 0.18, xnor2_2 0.14, nand3_1 0.12, o31a_2 0.36, or2_2 0.32, ha_1 0.19, or2_2 0.27
o22ai_1 0.14, xnor2_1 0.15, xnor3_2 0.27, or4_4 0.54, a21oi_4 0.24, a32o_1 0.20, clkdlybuf4s50_1 0.46
cells in the mapped netlist, drive strengths merged, types with 10 or more instances:
| library cell | number | area [µm²] |
|---|---|---|
| inv | 71 | 267 |
| ha | 66 | 826 |
| and2 | 63 | 394 |
| nand2 | 41 | 154 |
| fa | 38 | 761 |
| nor2 | 35 | 136 |
| clkbuf | 34 | 128 |
| o21ai | 30 | 150 |
| a21oi | 27 | 165 |
| xor2 | 21 | 184 |
| nor3 | 19 | 95.1 |
| nor4 | 16 | 106 |
| xnor2 | 16 | 140 |
| nand3 | 14 | 75.1 |
| dlxtp | 12 | 180 |
| a21o | 11 | 82.6 |
| nand4 | 10 | 62.6 |
| o21a | 10 | 75.1 |
cell families after synthesis:
logic type / count (synthesis)
compound gates: 157
xor+xnor: 38
fa+ha+maj: 104
buf+inv: 109
latches: 12
mux: 8
simple gates: 234
final cells by class:
type,count,area [µm²]
inverters,71,267
multi-input cells,541,4570
well taps,168,210
repair buffers,76,703
flip-flops and latches,12,180
fillers,1187,6280
path summary, 6_finish.rpt:
path,slack (ns),endpoint,start,cells past startpoint
worst min-delay path,4.92,mul[15],num1[15],3
worst max-delay path,0.35,mul[4],num2[3],23
routing by layer:
metal	global-route usage, %	wire length, µm	vias to the layer above
li1	-	-	2436
met1	31.7	6160	2301
met2	34.3	5760	136
met3	2.31	685	6
met4	1.99	108	0
met5	0	0	-
metrics by stage:
stage / std cells / util (%) / setup WS [ns] / setup TNS [ns]
6_report: 868 / 48.6 / 0.354 / 0
5_1_grt: 868 / 48.6 / -0.00371 / -0.00371
4_1_cts: 868 / 48.0 / 0.0339 / 0
3_5_place_dp: 868 / 48.0 / 0.0574 / 0
3_3_place_gp: 868 / 48.0 / 0.0842 / 0
2_1_floorplan: 662 / - / 1.10 / 0
repair_timing:
item	4_1_cts	5_1_grt
resized	0	15
buffers inserted	0	0
endpoints found under the hold margin	0	0
setup endpoints to repair	0	7
